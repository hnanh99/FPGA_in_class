## flow/constraint.sdc

```tcl
current_design counter_100

set clk_period 3.5
set clk_io_pct 0.2

create_clock -name clk0 -period $clk_period [get_ports {CLK}]

set non_clock_inputs [all_inputs -no_clocks]
set_input_delay [expr $clk_period * $clk_io_pct] -clock clk0 $non_clock_inputs
set_output_delay [expr $clk_period * $clk_io_pct] -clock clk0 [all_outputs]
```

## flow/design.v

```verilog
`timescale 1ns / 1ps
module count_10(
    clk, reset, d, q, c
    );
    input clk;
    input reset;
    input d;
    output reg [3:0] q;
    output reg c;
    reg [1:0] state;
    localparam IDLE = 2'b00,
                UP = 2'b01,
                DOWN = 2'b10;
    always @(posedge clk or posedge reset)
    begin
        if (reset)
        begin
            q <= 4'b0000;
            c <= 1'b0;
            state <= IDLE;
        end
        else begin
            case (state)
                IDLE: begin
                    if (d)
                    begin
                        state <= DOWN;
								q <= q - 1;
                    end
                    else begin
                        state <= UP;
								q <= q + 1;
                    end
                end
                UP: begin
                    if (d == 0) begin
                        if (q < 9) begin
                            q <= q + 1;
                            c <= 0;
                        end
                        else begin
                            q <= 0;
                            c <= 1;
                        end
                    end
                    else begin
                        state <= DOWN;
                    end
                end
                DOWN: begin
                    if (d == 1) begin
                        if (q > 0) begin
                            q <= q - 1;
                            c <= 0;
                        end
                        else begin
                            q <= 9;
                            c <= 1;
                        end
                    end
                    else begin
                        state <= UP;
                    end
                end
            endcase
        end
    end
endmodule
`timescale 1ns / 1ps
module counter_100(
    CLK, RESET, D, Q, C
    );
    input CLK;
    input RESET;
    input D;
    output reg [6:0] Q;
    output wire C;
    wire [3:0] q1, q2;
    wire c1, c2;
    count_10 uut1 (
        .clk(CLK), 
        .reset(RESET), 
        .d(D), 
        .q(q1), 
        .c(c1)
    );
    count_10 uut2(
        .clk(c1), 
        .reset(RESET), 
        .d(D), 
        .q(q2), 
        .c(c2)
    );
    assign C = c2&c1;
    always@* begin
        Q = q2*10+q1;
    end
endmodule
```

## flow/config.mk

```make
export PLATFORM = sky130hd
export DESIGN_NAME = counter_100
export DESIGN_NICKNAME = counter_100
export VERILOG_FILES = /design/flow/design.v
export SDC_FILE = /design/flow/constraint.sdc
export NUM_CORES = 4
export LEC_CHECK = 1
export CORE_AREA = 10 10 100 100
export DIE_AREA = 0 0 110 110
```

## flow/run.sh

```bash
#!/bin/bash
# OpenROAD 26Q1-2900-gdf79404cd8, Yosys 0.63+post, stock flow scripts
make -C /OpenROAD-flow-scripts/flow DESIGN_CONFIG=/design/flow/config.mk WORK_HOME=/design/flow/orfs finish
```

==> GITHUB_STEP_SUMMARY <==
## Implementation flow summary

| Metric | Value |
|---|---|
| Status | `complete, no violations` |
| R2R cell count | `6` |
| GR Util met1 | `0.0668` |
| RSZ-0062 raised after global routing | `no` |
| Log Warnings | `27` |
| Worst R2R Setup Slack | `1.66 ns` |
| Crit. End Element | `output port` |
| Skew final | `0.00777 ns` |
| Critical path type | `flip-flop to output port` |
| Crit share post-route | `0.814` |
| Via/cell ratio | `4.21` |
| Worst-skew pair later-pin latency | `0.23 ns` |
| Die Ht | `110 um` |
| Asr flop ratio synth | `1.00` |
| Chip Area, Yosys | `1370 um2` |
| Fmax | `351 MHz` |
| Met2 GRT Util | `0.0728` |
| Area Overhead vs Synth | `15.4%` |
| CP Max Fanout | `6` |
| Cell Type Count | `55` |
| Register pins left without a clock | `8` |
| Yosys Instances | `146` |
| HP Start | `uut1.q[1]` |
| R2R Path End | `uut1.q[2]` |
| Port bufs | `10` |
| Core Util at FP | `0.175` |
| Total Routed Length | `2.78 mm` |
| # fillers | `854` |
| Placed cell count | `250` |
| DP HPWL | `2.04 mm` |
| Antenna cells | `0` |
| Post-CTS Resized | `0` |
| Post-CTS Hold Buffers | `0` |
| Sequential cell area | `403 um2` |
| TritonCTS buffer count | `3` |
| Buf/Inv on CP | `1` |
| Die X | `110 um` |
| Pre-Repair DR Iteration Count | `4` |
| Worst EP arrival | `2.15 ns` |
| Multi-input logic area | `856 um2` |
| Crit-path leading delay family | `adder cells` |
| Largest net degree at the start of global routing | `17` |
| Seq share, synth | `0.295` |
| Reg2reg start | `uut1.q[0]` |
| First-pass GRT wire length | `4.73 mm` |
| Syn Inst Count | `146` |
| Worst path cell trace | `ha_1 -> fa_1 -> a21o_1 -> nand2_1 -> xnor2_1 -> clkdlybuf4s50_1` |
| Ys Warns | `2` |
| Power Dens Cells | `604 nW/um2` |
| MaxCap Viol Count | `0` |
| Mapped Area | `1370 um2` |
| Clock root buffer | `clkbuf_8` |
| Leak | `0.620 nW` |
| Total core area | `7810 um2` |
| Hold Path End | `uut1.q[1]` |
| Type of origin of the critical path | `flip-flop` |
| Clk buf depth | `2` |
| TritonCTS clock tree | `yes` |
| Most numerous logic cells after layout | `dfrtp_1 (14), inv_1 (10), ha_1 (10), clkdlybuf4s50_1 (10), nor2_1 (8)` |
| GRT overflow | `0` |
| Final setup fails | `0` |
| Ys flop type | `dfrtp_1` |
| Post-CTS setup buffer count | `0` |
| Vias | `1070` |
| Worst-case vdd ir drop | `168 uV` |
| Number of enable flip-flop cells | `0` |
| Worst hold-check path type | `flip-flop to flip-flop` |
| Tightest Pin Transition | `0.655 ns` |
| Cell row count | `32` |
| CTS H-Tree Depth | `1` |
| Clk pin slew, worst setup/hold paths | `0.05 ns` |
| Post-synth regs | `16` |
| Biggest cell delay along the critical path | `0.48 ns` |
| Synthesized area per cell | `9.35 um2` |
| Final Non-Filler Cells | `254` |
| Slowest CP cell | `clkdlybuf4s50_1` |
| Met3 Use GR | `0.0112` |
| Post-route setup TNS | `0 ns` |
| Crit path time final | `2.85 ns` |
| Chip area | `12100 um2` |
| Hold Path Depth | `1` |
| Layout cell share with drive strength beyond 1 | `0.0789` |
| Most frequent logic cell in the layout | `dfrtp_1` |
| DRC viols | `0` |
| Vias in the first global route | `1014` |
| Pins Over Slew Limit | `0` |
| Final antenna-violating net count | `0` |
| Hold Fails Final Rpt | `0` |
| Total GRT Usage | `0.0470` |
| GPL Wtd Cong | `0.852` |
| Util after Layout | `0.202` |
| WHS | `0.622 ns` |
| Initial DRC count | `35` |
| Endpoints left unconstrained | `7` |
| Antenna violations before repair | `0` |
| CP Data Required Time | `2.80 ns` |
| Top-level port count | `11` |
| Rel. slew slack | `0.563` |
| WL per Instance | `10.9 um` |
| GR peak layer | `met2` |
==> state kept, by name, indices dropped and copies added (netlist names) <==
| signal | count |
|---|---|
| uut2.state | 3 |
| uut2.q | 4 |
| uut1.q | 4 |
| uut1.state | 3 |
| uut2.c | 1 |
| uut1.c | 1 |
==> per-stage QoR <==
| step | area (um2) | total power, mW | setup WS (ns) |
|---|---|---|---|
| after global routing | 1580 | 1.05 | 0.551 |
| final | 1580 | 0.951 | 0.650 |
| after CTS | 1580 | 0.965 | 0.628 |
| after global placement | 1530 | 0.835 | 0.894 |
| after detailed placement | 1530 | 0.843 | 0.879 |
| after floorplan | 1370 | 0.612 | 1.45 |
==> kinds of logic after synthesis <==
group	share of synthesized area
AOI/OAI and AO/OA	0.296
other	0.00275
adders and majority gates	0.121
and+or+nand+nor	0.159
DFF	0.295
buffers and inverters	0.0807
xor gates and xnor gates	0.0449
==> metal layers <==
layer,routed length (um),part of all wire
met3,174,0.063
met1,1420,0.51
met2,1150,0.41
met5,0,0
met4,36,0.013
==> synthesized netlist by cell type, types with 4 or more instances <==
master / instances / area, um2
buf_4: 4 / 30.0
ha_1: 10 / 125
a21oi_1: 6 / 30.0
nor2_1: 8 / 30.0
inv_1: 10 / 37.5
nand3_1: 4 / 20.0
nor2b_1: 4 / 25.0
xnor2_1: 6 / 52.6
nand2_1: 6 / 22.5
o21ai_0: 6 / 30.0
nand2b_1: 6 / 37.5
dfrtp_1: 14 / 350
==> how the worst max path moves through the flow <==
| stage | slack, ns | start | cells past startpoint | end |
|---|---|---|---|---|
| after CTS | 0.63 | uut1.q[1] | 6 | Q[5] |
| after global routing | 0.55 | uut1.q[2] | 6 | Q[6] |
| final | 0.65 | uut1.q[1] | 6 | Q[5] |
==> report_power, final <==
part | switching [mW] | internal, mW | total (mW)
sequential | 0.107 | 0.168 | 0.275
combinational | 0.211 | 0.348 | 0.560
clock | 0.0377 | 0.0791 | 0.117
==> layout make-up <==
type                            instances  share of cell area
Clock buffer                            4              0.0286
Inverter                               11              0.0278
Multi-Input combinational cell        111               0.543
Sequential cell                        16               0.256
Tap cell                              102              0.0810
Timing Repair Buffer                   10              0.0635
Power and IR drop assume default switching activity.
