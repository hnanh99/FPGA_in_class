### flow/run.sh
#!/bin/bash
# OpenROAD 26Q1-2900-gdf79404cd8, Yosys 0.63+post, stock flow scripts
make -C /OpenROAD-flow-scripts/flow DESIGN_CONFIG=/design/flow/config.mk WORK_HOME=/design/flow/orfs finish
### flow/config.mk
export PLATFORM = sky130hd
export DESIGN_NAME = reg_file
export DESIGN_NICKNAME = reg_file
export VERILOG_FILES = /design/flow/design.v
export SDC_FILE = /design/flow/constraint.sdc
export NUM_CORES = 4
export LEC_CHECK = 1
export CORE_AREA = 10 10 104 104
export DIE_AREA = 0 0 114 114
### flow/constraint.sdc
current_design reg_file

set clk_period 2.0
set clk_io_pct 0.2

create_clock -name clk0 -period $clk_period [get_ports {clk}]

set non_clock_inputs [all_inputs -no_clocks]
set_input_delay [expr $clk_period * $clk_io_pct] -clock clk0 $non_clock_inputs
set_output_delay [expr $clk_period * $clk_io_pct] -clock clk0 [all_outputs]
### flow/design.v
`timescale 1ns / 1ps
module reg_file
    #(parameter B = 8,
            W = 2
    )
    (
    input clk,
    input wr_en,
    input [W-1:0] w_addr,
    input [W-1:0] r_addr,
    input [B-1:0] w_data,
    output [B-1:0] r_data
    );
    reg [B-1:0] array_reg [2**W-1:0];
    always@(posedge clk)begin
        if(wr_en)
            array_reg[w_addr] <= w_data; 
    end
    assign r_data = array_reg[r_addr];
endmodule
==> flow_metrics.py <==
# Metrics from the implementation run
metrics = {
    "logic_synthesis": {
        "top_cells_by_area": "edfxtp_1 81%, mux4_2 15%, and3b_1 1.5%",
        "yosys_area_um2": 1189,
        "synthFlopType": "edfxtp_1",
        "synth_area_um2": 1189,
        "ys_seq_share_pct": 80.84,
        "synth_top_area_share_pct": 80.84,
        "synthTopCellsByCount": "32 x edfxtp_1, 8 x mux4_2, 2 x and3b_1",
        "edf_count": 32,
        "ys_types": 7,
        "top_area_cell": "edfxtp_1",
        "avgSynthCellArea_um2": 25.84,
        "yosysWarnings": 1,
        "syn_inst": 46,
        "ys.flops": 32,
        "async_flop_share_pct": 0,
        "ys_cells": 46,
        "synth.most_common_cell": "edfxtp_1",
    },
    "route": {
        "routed_via_density": 2.930,
        "routedWlPerCell_um": 11.85,
        "vias": 548,
        "antenna-diode-count": 0,
        "routed_wl_um": 2216,
        "dr.pass1.iters": 3,
        "drc_errors": 0,
        "ant_nets": 0,
        "drtIter0Drc": 16,
    },
    "flow_run": {
        "max-cap-violations": 0,
        "warning_count": 25,
    },
    "floorplan": {
        "dieHeight_um": 114,
        "rows": 34,
        "die_w_um": 114,
        "fp_util_pct": 13.70,
        "chipArea_um2": 13000,
        "core_area_um2": 8678,
        "num_io_pins": 22,
    },
    "critical_path": {
        "end_kind": "output port",
        "path_cells": "clkdlybuf4s15_2, buf_12, buf_6, mux4_2, dlygate4sd2_1",
        "start_kind": "input port",
        "crit_fanout": 6,
        "worstSetupPathType": "input port to output port",
        "cpLargestDelayFamily": "buffers and inverters",
        "arrival_ps": 1550,
        "crit_path_max_incr_delay_ps": 470,
        "crit_required_ps": 1600,
        "cp_slowest_cell": "mux4_2",
        "worst-path-buf-inv": 4,
    },
    "clock_tree": {
        "cts_htree_levels": 2,
        "cts.sinks": 32,
        "cts_buffer_depth": 2,
        "root_buffer": "clkbuf_8",
        "numCtsBuffers": 5,
        "cts_tree": "done",
        "clk_pin_slew_ps": 50,
    },
    "timing": {
        "slew_viol_final": 0,
        "setup-tns-final_ps": 0,
        "slew_headroom_pct": 70.97,
        "fmax_mhz": 513.4,
        "hold_viol_final": 0,
        "fin_crit_ps": 1948,
        "finalCritPeriodShare_pct": 97.38,
        "rsz0062_at_grt": "no",
        "finalSetupViolCount": 0,
        "tightest_slew_ps": 435.4,
    },
    "cells_and_area": {
        "largest_register_ffs": 32,
        "seqCellArea_um2": 960.9,
        "logic_area_um2": 211.5,
        "final_area_um2": 1672,
        "drive_gt1_share_pct": 26.58,
        "n_fill_cell": 935,
        "area_growth_syn_to_layout_pct": 40.63,
    },
    "global_route": {
        "antenna_found_initial": 0,
        "grtUsageTotal_pct": 3.603,
        "grt_max_degree": 10,
        "grt_pass1_wl_um": 3498,
        "grt_pass1_vias": 623,
        "grt_overflow_total": 0,
    },
    "place": {
        "place_area_um2": 1565,
        "portBuffers": 21,
        "gp_congestion": 0.6437,
    },
    "min_path": {
        "min_path_type": "input port to flop",
    },
    "pwr": {
        "p_leak_uw": 0.0005411,
        "powerDensity_nw_per_um2": 787.9,
        "p_total_uw": 1317,
        "vdd_drop_max_uv": 193.9,
    },
    "run_status": {
        "status": "finished clean",
    },
}
[path summary, 6_finish.rpt]
| kind | endpoint | depth (start not counted) | start |
|---|---|---|---|
| hold / removal | array_reg[0][2] | 1 | w_data[2] |
| setup / recovery | r_data[3] | 5 | r_addr[0] |
[layer usage]
| layer | vias to the layer above | wire length [µm] | track usage, % |
|---|---|---|---|
| li1 | 262 | - | - |
| met5 | - | 0 | 0 |
| met4 | 0 | 25 | 0.4177 |
| met1 | 258 | 883 | 3.884 |
| met3 | 6 | 271 | 3.030 |
| met2 | 22 | 1035 | 5.505 |
[repair_timing]
item,CTS,global route
buffers inserted,4,0
hold buffers,0,0
setup endpoints to repair,8,4
resized,14,4
[cell type report]
class	count	share of cell area (%)
multi-input combinational	12	12.65
clock buffer	5	4.117
tap	108	8.084
sequential	32	57.49
clock inverter	2	0.4491
timing repair buffer	28	17.22
[per-stage QoR]
stage	util (%)	std cells	setup slack, ps	hold WS (ps)
after global placement	18.04	176	-454.0	1029
after global routing	19.26	187	2.368	764.9
final	19.26	187	52.33	757.2
after CTS	19.18	187	2.537	744.9
after floorplan	-	46	535.9	498.9
after detailed placement	18.04	176	-452.7	1035
[cells in the final DEF (no fill, tap or decap)]
cell type	instances
clkdlybuf4s50_1	11
clkdlybuf4s15_2	1
buf_4	4
clkbuf_8	5
buf_6	1
clkinv_1	2
and3b_1	2
dlygate4sd2_1	4
and3_1	1
nor3b_1	1
buf_12	2
clkdlybuf4s15_1	5
mux4_2	8
edfxtp_1	32
[logic make-up (layout without fill, tap and decap cells)]
group | after synthesis | after routing | synth area share (%)
simple gates | 4 | 4 | 2.632
flops | 32 | 32 | 80.84
buf+inv | 2 | 35 | 1.368
mux | 8 | 8 | 15.16
[report_power, final]
group	internal (µW)	switching, µW
registers	774	6.84
logic	77.9	40.9
clock network	228	189
Power figures rest on the tool's default switching activity, not on a simulated workload.
