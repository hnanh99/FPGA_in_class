[design.v]
`timescale 1ns / 1ps
module universal_binary_counter
    #(parameter N=8)(
    input clk,
    input reset,
    input syn_clr, load, en, up,
    input [N-1:0] d,
    output max_tick, min_tick,
    output wire [N-1:0] q
    );
    reg [N-1:0] r_reg, r_next;
    always@(posedge clk or posedge reset)
    begin
        if(reset) r_reg <= 0;
        else r_reg <= r_next;
    end
    always@(*)begin
        if(syn_clr) r_next = 0;
        else if(load) r_next = d;
        else if(en&up) r_next = r_reg + 1;
        else if (en&~up) r_next = r_reg - 1;
        else r_next = r_reg;
    end
    assign q = r_reg;
    assign max_tick = (r_reg==2**N-1) ? 1'b1 : 1'b0;
    assign min_tick = (r_reg==0)? 1'b1 : 1'b0;
endmodule
[constraint.sdc]
current_design universal_binary_counter

set clk_period 4.4
set clk_io_pct 0.2

create_clock -name clk0 -period $clk_period [get_ports {clk}]

set non_clock_inputs [all_inputs -no_clocks]
set_input_delay [expr $clk_period * $clk_io_pct] -clock clk0 $non_clock_inputs
set_output_delay [expr $clk_period * $clk_io_pct] -clock clk0 [all_outputs]
[config.mk]
export PLATFORM = sky130hd
export DESIGN_NAME = universal_binary_counter
export DESIGN_NICKNAME = universal_binary_counter
export VERILOG_FILES = /design/flow/design.v
export SDC_FILE = /design/flow/constraint.sdc
export NUM_CORES = 4
export LEC_CHECK = 1
export CORE_AREA = 10 10 71 71
export DIE_AREA = 0 0 81 81
[run.sh]
#!/bin/bash
# OpenROAD 26Q1-2900-gdf79404cd8, Yosys 0.63+post, stock flow scripts
make -C /OpenROAD-flow-scripts/flow DESIGN_CONFIG=/design/flow/config.mk WORK_HOME=/design/flow/orfs finish
==> flow_summary.toml <==
# synthesis and place-and-route metrics
[yosys]
synthCells = 91
synth_seq_share_pct = 27.0
synth_dominant_cell_count = "nor2_1"
synth-warning-count = 1
unique_cell_types = 28
syn-cell-area_um2 = 741
edf_count = 0
ys_chip_area_um2 = 741
netlist_top_cells_count = "nor2_1 (13), a21oi_1 (10), dfrtp_1 (8)"
avgSynthCellArea_um2 = 8.14
synth.top_cells.by_area = "dfrtp_1 (27%), ha_1 (12%), a21oi_1 (6.8%), nor2_1 (6.6%), xnor2_1 (5.9%)"
area_share_of_the_largest_cell_type_after_synthesis_pct = 27.0
ys_async_sr_fraction_pct = 100
ys_cells = 91
yosys.area.top_type = "dfrtp_1"
synth_flops = 8
ys.flop_type = "dfrtp_1"

[clock_network]
cts_num_sinks = 8
clock_tree.buffer_depth = 2
cts_buffer_count = 3
worst_setup_hold_path_clk_slew_ns = 0.04
clock_latency_ns = 0.22
cts_hold_buf = 0
h-tree-depth = 1
tritoncts = "yes"
cts_repair_resize_count = 0
cts-root-buf = "clkbuf_8"
post_cts_buffers = 0

[timing]
final_number_of_hold_violating_endpoints = 0
worstMarginPinSlew_ns = 0.577
timing.clock.skew_ns = 0.00194
min_period_ns = 3.20
report.final.slew_viol_count = 0
rsz_0062_raised_after_global_routing = "no"
timing.final.crit_share_pct = 72.7
slew_headroom_pct = 61.4
fin_setup_tns_ns = 0
finalSetupViolCount = 0
max_clock_freq_mhz = 313

[detailed_routing]
drc = 0
routed-via-count = 731
dr.pass1.iters = 4
num_antenna_cells = 0
wire_per_inst_um = 12.7
drtIter0Drc = 19
detailed_route_vias_per_instance = 4.54
route.antenna.remaining_nets = 0
routed_wl_um = 2050

[worst_setup_path]
critical_path.endpoint_type = "flop"
startpoint_type = "input pin"
timing.setup.critical_path_class = "input pin to flop"
worst-path-max-fanout = 9
data_required_critical_path_ns = 4.54
worstRegToRegCells = 6
crit_arrival_ns = 3.34

[cells_and_area]
post-route-util_pct = 28.7
layout-area-overhead-vs-synth_pct = 40.5
max_ffs_per_register = 8
drive_gt1_share_pct = 5.31

[run_status]
outcome = "complete, no violations"

[power]
pwr-share-comb_pct = 37.2
power.clock.fraction_pct = 30.2
power_report.internal_total_uw = 195
power_switching_uw = 83.8
netSwitchingFraction_pct = 30.1
powerDensity_nw_per_um2 = 268
cellLeakagePower_uw = 0.000439
worst_ir_drop_vdd_uv = 102
pwr-share-seq_pct = 32.7

[floorplanning]
die_height_um = 81
num_io_pins = 24
placement_rows = 22
chipWidth_um = 81
initial_core_util_pct = 20.4
die-area_um2 = 6560
core_area_um2 = 3630

[placed_design]
dp_hpwl_um = 1720
gp_congestion = 0.893
placement.io_buffers = 23

[global_route]
number_of_antenna_violations_at_the_first_check_in_global_routing = 0
global_route.usage.total_pct = 6.52
grt_max_degree = 18
grt-ovfl-total = 0
grt_pass1_vias = 731
global_route_wire_length_before_repair_um = 3470

[worst_hold_path]
hold_path_depth = 2
hp-class = "flop to flop"

[job]
cap_viol_max_count = 0
warning_count = 26
[power by group through the flow]
stage	combinational [uW]	clock [uW]	sequential, uW
CTS	105	86.9	91.1
global route	117	91.7	92.5
finish	104	84.1	91.1
[layer usage]
| metal | wire length (um) | vias up | part of all wire, % | track usage, % |
|---|---|---|---|---|
| li1 | - | 369 | - | - |
| met1 | 911 | 349 | 45 | 8.51 |
| met2 | 1080 | 13 | 53 | 11.5 |
| met3 | 48 | 0 | 2.3 | 1.00 |
| met4 | 0 | 0 | 0 | 0.692 |
| met5 | 0 | - | 0 | 0 |
[layout by cell type (no fill, tap or decap)]
cell type	instances
fa_1	1
dfrtp_1	8
o21ai_0	5
or4_1	2
clkbuf_8	3
nor2b_1	1
or3_1	1
ha_1	7
nor3b_1	1
nor2_1	13
mux2i_1	2
nor3_1	3
nand2_1	7
a221oi_1	2
a22oi_1	1
a31oi_1	1
xnor2_1	5
and3_1	1
nand3_2	1
inv_1	7
o31a_1	1
a211oi_1	2
nand4_1	2
a21oi_2	2
clkdlybuf4s50_1	23
a21oi_1	10
or4b_1	1
[area by class of cell]
class                   count  area, um2
clock buffers               3       41.3
fillers                   396       2590
inverters                   7       26.3
multi-input cells          72        483
flip-flops and latches      8        200
well taps                  48       60.1
repair buffers             23        230
[critical path: stages]
cell and delay (ns):
clkdlybuf4s50_1 0.66, nand2_1 0.31, ha_1 0.45, a21oi_2 0.20
a21oi_2 0.08, o21ai_0 0.14, or4b_1 0.45, a21oi_1 0.16
[stage by stage]
step | power [uW] | worst slack (ns) | instances | area [um2] | hold WS, ns
2_1_floorplan | 155 | 1.83 | 91 | 741 | 0.593
3_3_place_gp | 197 | 1.03 | 158 | 1000 | 0.682
3_5_place_dp | 196 | 0.993 | 158 | 1000 | 0.683
4_1_cts | 283 | 1.20 | 161 | 1040 | 0.693
5_1_grt | 302 | 0.926 | 161 | 1040 | 0.777
6_report | 279 | 1.20 | 161 | 1040 | 0.687
[final timing paths]
check / end / slack, ns / startpoint
min reg2reg: r_reg[5]$_DFFE_PP0P_ / 0.69 / r_reg[5]$_DFFE_PP0P_
max in group asynchronous: r_reg[5]$_DFFE_PP0P_ / 3.27 / reset
max reg2reg: r_reg[6]$_DFFE_PP0P_ / 2.39 / r_reg[0]$_DFFE_PP0P_
min in group asynchronous: r_reg[0]$_DFFE_PP0P_ / 0.90 / reset
min: r_reg[5]$_DFFE_PP0P_ / 0.69 / r_reg[5]$_DFFE_PP0P_
max: r_reg[5]$_DFFE_PP0P_ / 1.20 / en
[cell families (layout without fill, tap and decap cells)]
family | count (synthesis) | after routing | synth area share [%]
flops | 8 | 8 | 27.0
mux | 2 | 2 | 2.70
compound gates | 24 | 24 | 19.9
simple gates | 33 | 33 | 22.1
buf+inv | 11 | 33 | 7.77
fa+ha+maj | 8 | 8 | 14.5
xor+xnor | 5 | 5 | 5.91
Power figures rest on the tool's default switching activity, not on a simulated workload.
